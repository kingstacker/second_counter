File: ./design.v
module  debounce (   
    input    wire    clk          ,
        input    wire    rst_n        ,
        input    wire    key_i        ,
    output   wire    key_o     
);
parameter CLK_MAX = 19'd49_9999;  
reg [18:0] cnt;
reg clk_en;
reg key_o_r;
always @(posedge clk or negedge rst_n) begin  
    if (~rst_n) begin
        cnt <= 0;
    end  
    else begin
        cnt <= (cnt == CLK_MAX) ? 19'd0 : cnt + 1'b1;    
    end  
end  
always @(posedge clk or negedge rst_n) begin  
    if (~rst_n) begin
        clk_en <= 1'b0;
    end  
    else begin
        clk_en <= (cnt == CLK_MAX) ? 1'b1 : 1'b0;    
    end  
end  
reg [7:0] shift_val;
always @(posedge clk or negedge rst_n) begin  
    if (~rst_n) begin
        shift_val <= 8'hff;
    end  
    else begin
        shift_val <= (clk_en) ? {shift_val[6:0],key_i} : shift_val;    
    end  
end  
always @(posedge clk or negedge rst_n) begin
    if (~rst_n) begin
        key_o_r <= 1'b0;
    end  
    else begin
        if (shift_val == 8'b1000_0000 && clk_en) begin   
        	key_o_r <= 1'b1;
        end    
        else begin
        	key_o_r <= 1'b0;
        end
    end  
end  
assign key_o = key_o_r;
endmodule
module  led_display (
    input    wire              clk              ,
        input    wire              rst_n            ,
        input    wire    [23:0]    din              ,   
    output   wire    [2:0]     sel              ,   
        output   wire    [7:0]     seg                  
);
parameter MS_MAX = 17'd4_9999;  
reg          flag_1ms;
reg  [16:0]  cnt_1ms;
reg  [2:0]   sel_r;
reg  [6:0]   seg_r;
reg  [3:0]   seg_sel;
reg  [2:0]   cnt_sel;
wire         dp;  
always @(posedge clk or negedge rst_n) begin    
    if (~rst_n) begin
        cnt_1ms <= 0;
    end  
    else begin
        cnt_1ms <= (cnt_1ms == MS_MAX) ? 16'd0 : cnt_1ms + 1'b1;    
    end  
end  
always @(posedge clk or negedge rst_n) begin  
    if (~rst_n) begin
        flag_1ms <= 1'b0;
    end  
    else begin
        flag_1ms <= (cnt_1ms == MS_MAX) ? 1'b1 : 1'b0;    
    end  
end  
always @(posedge clk or negedge rst_n) begin  
    if (~rst_n) begin
        cnt_sel <= 0;
    end  
    else begin
        cnt_sel <= (cnt_sel == 3'd5 && flag_1ms) ? 3'd0 : (flag_1ms) ? cnt_sel + 1'b1 : cnt_sel;   
    end  
end  
always @(*) begin           
        case (cnt_sel)
            3'd0: begin sel_r = 3'b101;seg_sel = din[3:0];   end
            3'd1: begin sel_r = 3'b100;seg_sel = din[7:4];   end
            3'd2: begin sel_r = 3'b011;seg_sel = din[11:8];  end
            3'd3: begin sel_r = 3'b010;seg_sel = din[15:12]; end
            3'd4: begin sel_r = 3'b001;seg_sel = din[19:16]; end
            3'd5: begin sel_r = 3'b000;seg_sel = din[23:20]; end
            default: begin sel_r = 3'b111;seg_sel = 4'd10;   end 
        endcase  
end  
always @(*) begin          
        case (seg_sel)
            4'd0: begin seg_r = 7'b100_0000;    end  
            4'd1: begin seg_r = 7'b111_1001;    end  
            4'd2: begin seg_r = 7'b010_0100;    end  
            4'd3: begin seg_r = 7'b011_0000;    end  
            4'd4: begin seg_r = 7'b001_1001;    end  
            4'd5: begin seg_r = 7'b001_0010;    end  
            4'd6: begin seg_r = 7'b000_0010;    end  
            4'd7: begin seg_r = 7'b111_1000;    end  
            4'd8: begin seg_r = 7'b000_0000;    end  
            4'd9: begin seg_r = 7'b001_0000;    end  
            default: begin seg_r = 7'b100_0000; end  
            endcase  
end  
assign dp = !(cnt_sel == 3'd2 || cnt_sel == 3'd4);   
assign seg = {dp,seg_r};
assign sel = sel_r;
endmodule
module  sco (
    input    wire              clk                 ,
        input    wire              rst_n               ,
        input    wire              key_bs              ,  
        input    wire              key_rec             ,  
        input    wire              key_dis             ,  
    output   wire    [23:0]    dout        
);
parameter CNT_10MS = 19'd49_9999;
reg en_bs; 
reg en_rec;  
reg en_dis;  
always @(posedge clk or negedge rst_n) begin  
    if (~rst_n) begin
        en_bs <= 0;
    end  
    else begin
        en_bs <= (key_bs) ? ~en_bs : en_bs;    
    end  
end  
always @(posedge clk or negedge rst_n) begin  
    if (~rst_n) begin
        en_rec <= 0;
    end  
    else begin
        en_rec <= (en_bs && key_rec) ? 1'b1 : 1'b0;    
    end  
end  
always @(posedge clk or negedge rst_n) begin  
    if (~rst_n) begin
        en_dis <= 0;
    end  
    else begin
        en_dis <= (~en_bs && key_dis) ? 1'b1 : 1'b0;    
    end  
end  
reg [18:0] cnt_10ms;
reg flag_10ms;  
always @(posedge clk or negedge rst_n) begin   
    if (~rst_n) begin
        cnt_10ms <= 0;
    end  
    else begin
        cnt_10ms <= (cnt_10ms == CNT_10MS) ? 19'd0 : cnt_10ms + 1'b1;    
    end  
end  
always @(posedge clk or negedge rst_n) begin  
    if (~rst_n) begin
        flag_10ms <= 1'b0;
    end  
    else begin
        flag_10ms <= (cnt_10ms == CNT_10MS) ? 1'b1 : 1'b0;    
    end  
end  
reg [3:0] cnt_0;  
reg [3:0] cnt_1;
reg [3:0] cnt_2;
reg [3:0] cnt_3;
reg [3:0] cnt_4;
reg [3:0] cnt_5;
always @(posedge clk or negedge rst_n) begin
    if (~rst_n) begin
        cnt_0 <= 0;
    end  
    else begin
        cnt_0 <= (cnt_0 == 4'd9 && flag_10ms) ? 4'd0 : (en_bs && flag_10ms) ? cnt_0 + 1'b1 : cnt_0;    
    end  
end  
always @(posedge clk or negedge rst_n) begin
    if (~rst_n) begin
        cnt_1 <= 0;
    end  
    else begin
        cnt_1 <= (cnt_1 == 4'd9 && cnt_0 == 4'd9 && flag_10ms) ? 4'd0 : (cnt_0 == 4'd9 && flag_10ms) ? cnt_1 + 1'b1 : cnt_1;    
    end  
end  
always @(posedge clk or negedge rst_n) begin
    if (~rst_n) begin
        cnt_2 <= 0;
    end  
    else begin
        cnt_2 <= (cnt_2 == 4'd9 && cnt_1 == 4'd9 && cnt_0 == 4'd9 && flag_10ms) ? 4'd0 : (cnt_1 == 4'd9 && cnt_0 == 4'd9 && flag_10ms) ? cnt_2 + 1'b1 : cnt_2;    
    end  
end  
always @(posedge clk or negedge rst_n) begin
    if (~rst_n) begin
        cnt_3 <= 0;
    end  
    else begin
        cnt_3 <= (cnt_3 == 4'd5 && cnt_2 == 4'd9 && cnt_1 == 4'd9 && cnt_0 == 4'd9 && flag_10ms) ? 4'd0 : (cnt_2 == 4'd9 && cnt_1 == 4'd9 && cnt_0 == 4'd9 && flag_10ms) ? cnt_3 + 1'b1 : cnt_3;    
    end  
end  
always @(posedge clk or negedge rst_n) begin
    if (~rst_n) begin
        cnt_4 <= 0;
    end  
    else begin
        cnt_4 <= (cnt_4 == 4'd9 && cnt_3 == 4'd5 && cnt_2 == 4'd9 && cnt_1 == 4'd9 && cnt_0 == 4'd9 && flag_10ms) ? 4'd0 : (cnt_3 == 4'd5 && cnt_2 == 4'd9 && cnt_1 == 4'd9 && cnt_0 == 4'd9 && flag_10ms) ? cnt_4 + 1'b1 : cnt_4;    
    end  
end  
always @(posedge clk or negedge rst_n) begin
    if (~rst_n) begin
        cnt_5 <= 0;
    end  
    else begin
        cnt_5 <= (cnt_5 == 4'd5 && cnt_4 == 4'd9 && cnt_3 == 4'd5 && cnt_2 == 4'd9 && cnt_1 == 4'd9 && cnt_0 == 4'd9 && flag_10ms) ? 4'd0 : (cnt_4 == 4'd9 && cnt_3 == 4'd5 && cnt_2 == 4'd9 && cnt_1 == 4'd9 && cnt_0 == 4'd9 && flag_10ms) ? cnt_5 + 1'b1 : cnt_5;    
    end  
end  
reg [23:0] data_rec0;  
reg [23:0] data_rec1;
reg [23:0] data_rec2;
reg [1:0]  cnt_rec;
always @(posedge clk or negedge rst_n) begin
    if (~rst_n) begin
        cnt_rec <= 0;
    end  
    else begin
        cnt_rec <= (cnt_rec == 2'd2 && en_rec ) ? 2'd0 : (en_rec) ? cnt_rec + 1'b1 : cnt_rec;      
    end  
end  
always @(posedge clk or negedge rst_n) begin
    if (~rst_n) begin
        data_rec0 <= 24'hffffff;
        data_rec1 <= 24'hffffff;
        data_rec2 <= 24'hffffff;
    end  
    else begin
        case (cnt_rec)
                2'd0: begin data_rec0 <= (en_rec) ? {cnt_5,cnt_4,cnt_3,cnt_2,cnt_1,cnt_0} : data_rec0; end
                2'd1: begin data_rec1 <= (en_rec) ? {cnt_5,cnt_4,cnt_3,cnt_2,cnt_1,cnt_0} : data_rec1; end
                2'd2: begin data_rec2 <= (en_rec) ? {cnt_5,cnt_4,cnt_3,cnt_2,cnt_1,cnt_0} : data_rec2; end
                default: ;
            endcase  
    end  
end  
reg [23:0] data_r;
reg [1:0]  cnt_dis;
always @(posedge clk or negedge rst_n) begin
    if (~rst_n) begin
        cnt_dis <= 0;
    end  
    else begin
        cnt_dis <= (en_bs) ? 2'd0 : (en_dis) ? cnt_dis + 1'b1 : cnt_dis;    
    end  
end  
always @(posedge clk or negedge rst_n) begin
    if (~rst_n) begin
        data_r <= 24'hffffff;
    end  
    else begin
        if (en_bs) begin
           data_r <= {cnt_5,cnt_4,cnt_3,cnt_2,cnt_1,cnt_0};  
        end 
        else begin
           case (cnt_dis)
                   2'd0: begin data_r <= {cnt_5,cnt_4,cnt_3,cnt_2,cnt_1,cnt_0}; end
                   2'd1: begin data_r <= data_rec0; end     
                   2'd2: begin data_r <= data_rec1; end     
                   2'd3: begin data_r <= data_rec2; end     
                   default:;
               endcase  
        end   
    end  
end  
assign dout = data_r;
endmodule
module  second_counter_top (
    input    wire             clk                 ,
        input    wire             rst_n               ,
        input    wire             key_bs              ,  
        input    wire             key_rec             ,  
        input    wire             key_dis             ,  
    output   wire    [2:0]    sel                 ,                   
    output   wire    [7:0]    seg                  
);
wire        key_bs_o;
wire        key_rec_o;
wire        key_dis_o;
wire [23:0] dout;
debounce  debounce_u1( 
    .clk                 (clk),
    .rst_n               (rst_n),
    .key_i               (key_bs),
    .key_o               (key_bs_o)
);
debounce  debounce_u2( 
    .clk                 (clk),
    .rst_n               (rst_n),
    .key_i               (key_rec),
    .key_o               (key_rec_o)
); 
debounce  debounce_u3( 
    .clk                 (clk),
    .rst_n               (rst_n),
    .key_i               (key_dis),
    .key_o               (key_dis_o)
);
sco  sco_u1( 
    .clk                 (clk),
    .rst_n               (rst_n),
    .key_bs              (key_bs_o),
    .key_rec             (key_rec_o),
    .key_dis             (key_dis_o),
    .dout                (dout)
);
led_display  led_display_u1( 
    .clk                 (clk),
    .rst_n               (rst_n),
    .din                 (dout),
    .sel                 (sel),
    .seg                 (seg)
);
endmodule
File: ./config.mk
export PLATFORM = sky130hd
export DESIGN_NAME = second_counter_top
export DESIGN_NICKNAME = second_counter_top
export VERILOG_FILES = /design/flow/design.v
export SDC_FILE = /design/flow/constraint.sdc
export NUM_CORES = 4
export LEC_CHECK = 1
export CORE_UTILIZATION = 50
File: ./run.sh
#!/bin/bash
# OpenROAD 26Q1-2900-gdf79404cd8, Yosys 0.63+post, stock flow scripts
make -C /OpenROAD-flow-scripts/flow DESIGN_CONFIG=/design/flow/config.mk WORK_HOME=/design/flow/orfs finish
File: ./constraint.sdc
current_design second_counter_top

set clk_period 5.7
set clk_io_pct 0.2

create_clock -name clk0 -period $clk_period [get_ports {clk}]

set non_clock_inputs [all_inputs -no_clocks]
set_input_delay [expr $clk_period * $clk_io_pct] -clock clk0 $non_clock_inputs
set_output_delay [expr $clk_period * $clk_io_pct] -clock clk0 [all_outputs]
==> flow_summary.ini <==
; flow metrics
[status]
status = complete, no violations

[yosys]
ys_seq_share_pct = 56.9
ys_seq_elements = 255
synth_top_cell_by_count = dfrtp_1
synth.yosys.warnings = 3
ys_cells = 978
synthesis.area_um2 = 11500
yosysTopAreaCell = dfrtp_1
yosys-stat-area_um2 = 11500
ff_type = dfrtp_1
enable_flop_cells = 0
synthTopCellsByCount = dfrtp_1 (135), dfstp_2 (120), nand2_1 (88)
yosysTopAreaCellShare_pct = 29.4
avgSynthCellArea_um2 = 11.7
netlist_instances = 978
async_reset_ff_share_pct = 100
ys_top_cells_by_area = dfrtp_1 (29%), dfstp_2 (27%), mux2_2 (8.3%), xor2_1 (3.8%), ha_1 (3.3%)
yosysUniqueCellTypes = 60

[worst_setup_path]
cp_data_arrival_time_ns = 3.63
worstPathRequired_ns = 4.56
path_max_fanout = 12
critPathKind = reg -> out
cp_top_family = AND-OR/OR-AND gates
crit_chain = inv_1 -> ha_1 -> a222oi_1 -> nor2_1 -> a311oi_1 -> ha_1 -> or2_2 -> a21boi_0 -> clkdlybuf4s50_1
cp_slowest_stage_delay_ns = 0.54
start_kind = flop
crit_top_cell = ha_1
slowest_stage = a311oi_1
cp-end-kind = output port
worstPathBufferInverterCount = 2

[clock_tree]
cts_buffers = 27
cts_root_buf = clkbuf_16
post_cts_resize_count = 0
cts_tree = built
htreeDepth = 1
clk_pin_slew_ns = 0.06
numClockSinks = 255
postCtsHoldBufs = 0
clk_latency_ns = 0.53
clockBufferDepth = 3
cts_setup_buffers = 0

[placed_design]
port_buffers = 15
dp_hpwl_um = 12400
gp_congestion = 0.808

[power]
p_leak_nw = 5.69
power_w = 0.00367
p_per_area_nw_per_um2 = 284
ir_drop_v = 0.000235

[global_routing]
grt_usage_pct = 19.5
antenna_found_initial = 0
grt_max_degree = 92
grt_pass1_wl_um = 35800
grt_pass1_vias = 7114
overflow = 0

[timing]
hold_violations = 0
fin_setup_tns_ns = 0
slew_headroom_pct = 44.5
timing.fmax_mhz = 210
period_used_pct = 83.6
setup_viol = 0
skew_ns = 0.0150
worst_slew_pin_slew_ns = 0.824
final_max_slew_viol_count = 0
min_period_ns = 4.77
rsz0062_at_grt = no

[drt]
wirelength_um = 20200
ant_nets = 0
vias = 7096
wl_per_cell_um = 15.4
firstDrtPassIters = 6
drt-vias-per-instance = 5.43
antenna_cells = 0
drt_iter0_drc = 405
drc_errors = 0

[die]
die_y_um = 154
ioPinCount = 16
die_area_um2 = 23600
dieWidth_um = 154
core_util_floorplan_pct = 50.9
rows = 55
core_area_um2 = 22600

[job]
cap_violations = 0
warnings = 40

[final_layout]
synthToLayoutAreaGrowth_pct = 12.6
drive_gt1_share_pct = 28.0

[worst_hold_path]
hold_path_class = reg -> reg
==> power by group <==
| group | internal, W | total [W] | leakage, nW | switching (W) |
|---|---|---|---|---|
| combinational | 0.00000453 | 0.0000382 | 2.13 | 0.0000337 |
| clock | 0.00113 | 0.00182 | 0.478 | 0.000686 |
| sequential | 0.00182 | 0.00182 | 3.07 | 0 |
| total | 0.00295 | 0.00367 | 5.69 | 0.000720 |
==> stage by stage <==
step / util [%] / worst slack [ns] / hold WS (ns) / cell area [um2] / cells
2_1_floorplan: - / 2.20 / 0.417 / 11500 / 978
3_3_place_gp: 53.0 / 1.49 / 0.432 / 12000 / 1258
3_5_place_dp: 53.0 / 1.46 / 0.431 / 12000 / 1258
4_1_cts: 57.3 / 0.886 / 0.439 / 12900 / 1308
5_1_grt: 57.3 / 0.673 / 0.458 / 12900 / 1308
6_report: 57.3 / 0.932 / 0.437 / 12900 / 1308
==> placed cells by master (no fill, tap or decap), types with 3 or more instances in the layout <==
master             n
dfrtp_1          135
dfstp_2          120
nand2_1           88
mux2_2            85
nor2_1            80
o21ai_0           56
xor2_1            50
nand3_1           45
xnor2_1           35
ha_1              30
clkbuf_16         27
inv_1             26
a222oi_1          26
nand4_1           24
buf_4             17
nor3_1            15
clkdlybuf4s50_1   14
nor4_1            13
and3_1            12
clkbuf_8          10
mux2i_1            9
a21oi_1            8
nor2b_1            8
and4_1             7
or3_1              6
and2_1             6
nand2b_1           6
clkinv_2           6
and3b_1            5
nor4b_1            4
or2_2              4
or4_1              3
a21o_1             3
nand3b_1           3
bufinv_16          3
==> final timing paths <==
path / slack [ns] / endpoint / cells past startpoint / startpoint
hold reg to reg: 0.44 / sco_u1.en_bs / 1 / debounce_u1.key_o_r
setup / recovery: 0.93 / seg[3] / 9 / led_display_u1.cnt_sel[0]
hold / removal: 0.44 / sco_u1.en_bs / 1 / debounce_u1.key_o_r
setup reg to reg: 3.46 / sco_u1.cnt_5[3] / 7 / sco_u1.cnt_0[1]
min in group asynchronous: 0.62 / sco_u1.cnt_5[2] / 1 / rst_n
max in group asynchronous: 3.93 / debounce_u1.cnt[15] / 2 / rst_n
==> cell type report <==
type / instances / area (um2)
Sequential cell: 255 / 6530
Clock inverter: 11 / 136
Multi-Input combinational cell: 660 / 4700
Clock buffer: 39 / 821
Timing Repair Buffer: 32 / 283
Fill cell: 1846 / 9650
Tap cell: 285 / 357
Inverter: 26 / 97.6
==> routing by layer <==
metal	vias to the layer above	GRT usage, %	routed length [um]
met4	0	3.00	339
met1	3457	33.6	9890
met3	27	3.10	761
met2	97	28.7	9170
met5	-	0	0
li1	3515	-	-
==> flip-flops by register name, indices dropped and copies added, names as in the netlist, 8 cells and up <==
name and count:
debounce_u2.shift_val 8, sco_u1.data_rec1 24, sco_u1.data_rec0 24, debounce_u2.cnt 19, sco_u1.data_r 24, debounce_u1.cnt 19
led_display_u1.cnt_1ms 17, sco_u1.data_rec2 24, debounce_u1.shift_val 8, debounce_u3.shift_val 8, sco_u1.cnt_10ms 19, debounce_u3.cnt 19
==> worst register-to-register path, stage by stage (launching register included) <==
cell and delay (ns):
dfrtp_1 0.45, inv_1 0.12, ha_1 0.21, nand4b_4 0.18
nor4_4 0.52, nand2_4 0.14, or4_1 0.48, nand2_1 0.07
==> kinds of logic (layout without fill, tap and decap cells) <==
group / Yosys count / count (layout) / synth area share (%)
mux: 95 / 95 / 9.22
xor+xnor: 85 / 85 / 6.48
compound gates: 111 / 111 / 6.67
buf+inv: 63 / 108 / 2.28
simple gates: 339 / 339 / 15.2
fa+ha+maj: 30 / 30 / 3.27
flops: 255 / 255 / 56.9
Power is estimated from default activity; no workload was simulated.
